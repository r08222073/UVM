==> design.v <==
module CNC(
    clk,
    rst_n,
    IN_VALID,
    MODE,
    IN,
    OUT_VALID,
    OUT
    );
input           clk, rst_n, IN_VALID;
input   [ 1:0]  MODE;
input   [ 7:0]  IN;
output          OUT_VALID;
output  [16:0]  OUT;
parameter s_idle = 3'd0; 
parameter s_input = 3'd1;
parameter s_add = 3'd2;
parameter s_sub = 3'd3;
parameter s_mul = 3'd4;
parameter s_output = 3'd6; 
reg        OUT_VALID;
reg [16:0] OUT;
reg [2:0] current_state, next_state;
reg [2:0] cnt;
reg [1:0] MODE_r;
reg signed  [7:0] A, B, C, D;
reg signed [16:0] E, F;
wire       [16:0] ACC_OUT;
reg signed  [8:0] ACC_A, ACC_B;
reg signed [15:0] ACC_C;
always @(posedge clk) begin
    if(!rst_n)
        current_state <= s_idle;
    else
        current_state <= next_state;
end
always @(*) begin
    case(current_state)
		s_idle: if(IN_VALID) next_state = s_input;
				else         next_state = s_idle;
		s_input: if(cnt==2'd2)
					 case(MODE_r)
					 2'd0: next_state = s_add;
					 2'd1: next_state = s_sub;
					 2'd2: next_state = s_mul;
					 default: next_state = s_input;
					 endcase
				 else
					 next_state = s_input;
		s_add:   if(cnt==2'd1) next_state = s_output;
				 else next_state = s_add;
		s_sub:   if(cnt==2'd1) next_state = s_output;
				 else next_state = s_sub;
		s_mul:   if(cnt==2'd3) next_state = s_output;
				 else next_state = s_mul;
		s_output: if(cnt==2'd1) next_state = s_idle;
				 else next_state = s_output; 
		default: next_state = current_state;
    endcase
end
always @(posedge clk) begin
    if(!rst_n)
        cnt <= 'b0;
    else
		case(current_state)
			s_idle: cnt <= 2'b0;
			s_input: if(cnt==2'd2) cnt <= 2'b0;
					 else cnt <= cnt+1'b1;
			s_add:   if(cnt==2'd1) cnt <= 2'b0;
					 else cnt <= cnt+1'b1;
			s_sub:   if(cnt==2'd1) cnt <= 2'b0;
					 else cnt <= cnt+1'b1;
			s_mul:   if(cnt==2'd3) cnt <= 2'b0;
					 else cnt <= cnt+1'b1;
			s_output: if(cnt==2'd1) cnt <= 2'b0;
					 else cnt <= cnt+1'b1;
			default: cnt <= cnt;
		endcase
end
always @(posedge clk) begin
    if(!rst_n)
        MODE_r <= 2'b0;
    else
		case(current_state)
			s_idle: if(IN_VALID) MODE_r <= MODE;
			default: MODE_r <= MODE_r;
		endcase
end
always @(posedge clk) begin
    if(!rst_n)
        A <= 8'b0;
    else
		case(current_state)
			s_input: if(IN_VALID) A <= B;
			default: A <= A;
		endcase
end
always @(posedge clk) begin
    if(!rst_n)
        B <= 8'b0;
    else
		case(current_state)
			s_input: if(IN_VALID) B <= C;
			default: B <= B;
		endcase
end
always @(posedge clk) begin
    if(!rst_n)
        C <= 8'b0;
    else
		case(current_state)
			s_input: if(IN_VALID) C <= D;
			default: C <= C;
		endcase
end
always @(posedge clk) begin
    if(!rst_n)
        D <= 8'b0;
    else
		case(current_state)
			s_idle: if(IN_VALID) D <= IN;
			s_input: if(IN_VALID) D <= IN;
			default: D <= D;
		endcase
end
assign ACC_OUT = ACC_C + ACC_A * ACC_B;
always @(*) begin
    case(current_state)
		s_add: if(cnt==2'b0) ACC_C = A; else ACC_C = B;
		s_sub: if(cnt==2'b0) ACC_C = A; else ACC_C = B;
		s_mul: if(cnt==0) ACC_C = 0;
		       else if(cnt==1)  ACC_C = E;
			   else if(cnt==2)  ACC_C = 0;
			   else  		ACC_C = F;  
		default: ACC_C = 8'b0;
    endcase
end
always @(*) begin
    case(current_state)
		s_add: if(cnt==2'b0) ACC_A = C; else ACC_A = D;
		s_sub: if(cnt==0) ACC_A = C; else ACC_A = D;
		s_mul: if(cnt==0) ACC_A = A;
			else if(cnt==1)  ACC_A = B;
                        else if(cnt==2)  ACC_A = A;
                        else  ACC_A = B;
		default: ACC_A = 8'b0;
    endcase
end
always @(*) begin
    case(current_state)
		s_add: ACC_B = 8'b1;
		s_sub: ACC_B = -1;
		s_mul: if(cnt==2'b0) ACC_B = C;
		       else if(cnt==1)  ACC_B = -D;
                       else if(cnt==2)  ACC_B = D;
                       else ACC_B = C;
		default: ACC_B = 8'b0;
    endcase
end
always @(posedge clk) begin
    if(!rst_n)
        E <= 17'b0;
    else
    case(current_state)
		s_add: if(cnt==2'b0) E <= ACC_OUT; else E <= E;
		s_sub: if(cnt==2'b0) E <= ACC_OUT; else E <= E;
		s_mul: begin
			if(cnt==2'd0 || cnt==2'd1) E <= ACC_OUT;  
			else E <= E;
		end
		default: E <= E;
    endcase
end
always @(posedge clk) begin
    if(!rst_n)
        F <= 17'b0;
    else
    case(current_state)
		s_add: if(cnt==2'b1) F <= ACC_OUT; else F <= F;
		s_sub: if(cnt==2'b1) F <= ACC_OUT; else F <= F;
		s_mul: begin
			if(cnt==2'd2 || cnt==2'd3) F <= ACC_OUT;  
			else F <= F;
		end
		default: F <= F;
    endcase
end
always @(posedge clk) begin
    if(!rst_n)
        OUT_VALID <= 1'b0;
    else
		case(current_state)
		s_output: OUT_VALID <= 1'b1;
		default: OUT_VALID <= 1'b0;
		endcase
end
always @(posedge clk) begin
    if(!rst_n)
        OUT <= 17'b0;
    else
		case(current_state)
		s_output: if(cnt==2'b00) OUT <= E; else OUT <= F;
		default: OUT <= 17'b0;
		endcase
end
endmodule
==> run.sh <==
#!/bin/bash
# OpenROAD 26Q1-2900-gdf79404cd8, Yosys 0.63+post, stock flow scripts
make -C /OpenROAD-flow-scripts/flow DESIGN_CONFIG=/design/flow/config.mk WORK_HOME=/design/flow/orfs finish
==> config.mk <==
export PLATFORM = sky130hd
export DESIGN_NAME = CNC
export DESIGN_NICKNAME = CNC
export VERILOG_FILES = /design/flow/design.v
export SDC_FILE = /design/flow/constraint.sdc
export NUM_CORES = 4
export LEC_CHECK = 1
export CORE_UTILIZATION = 50
==> constraint.sdc <==
current_design CNC

set clk_period 8.8
set clk_io_pct 0.2

create_clock -name clk0 -period $clk_period [get_ports {clk}]

set non_clock_inputs [all_inputs -no_clocks]
set_input_delay [expr $clk_period * $clk_io_pct] -clock clk0 $non_clock_inputs
set_output_delay [expr $clk_period * $clk_io_pct] -clock clk0 [all_outputs]
==> results.txt <==
Worst EP arrival: 7.38 ns
Buf/Inv on CP: 6
Max-slew headroom: 0.391
Total CTS buffers: 9
Vias/cell: 5.38
Simple-Gate Fraction of Synth Area: 0.168
Worst reg2reg endpoint: E[16]
Clk latency of the worst-skew pair: 0.35 ns
Hold buffers post-CTS: 0
R2R setup slack: 1.65 ns
Core ar.: 15300 sq um
Initial DRC Count: 370
Dominant comb cell: adder cells
Delay-heaviest family, CP: adder cells
Vias post-DR: 6476
Status: complete, no violations
All-layer global routing usage: 0.280
Crit share post-route: 0.812
Worst setup EP type: flip-flop
Post-synth area hogs: dfxtp_1 24%, fa_1 19%, ha_1 8.7%, nand2_1 8.1%, inv_1 6.1%
Die H: 128 um
XOR/XNOR Fraction of Synth Area: 0.0254
Slowest stage delay, CP: 0.68 ns
CP startpoint kind: flip-flop
Yosys Instances: 973
Residual DRC: 0
Largest net degree at the start of global routing: 61
Most instantiated cells after synthesis: 171 x nand2_1, 129 x inv_1, 95 x dfxtp_1, 85 x a21oi_1, 85 x nor2_1
Antenna diodes: 0
Hold Path Depth: 2
Worst slew pin tran: 0.910 ns
Post-route cell area: 8700 sq um
WL final: 20000 um
Adder Share, Synth: 0.279
Max Cap Violations: 0
Hold EP: OUT[16]
Clock sink total: 95
Worst vdd ir: 0.0990 mV
Worst R2R Path Depth: 25
Async S/R FF share, synth: 0
Cell type with the largest total area: dfxtp_1
First-pass GRT wire length: 33900 um
Netlist cell types: 61
Post-route ant nets: 0
Critical Path Source: cnt[1]
Vias in the first global route: 6448
Required @ worst endpoint: 9.03 ns
P&R area growth vs syn: 9.69%
Yosys reg bits: 95
Overflow after GRT: 0
WL per Instance: 16.6 um
CP Max Fanout: 19
Routability Congestion: 0.938
Yosys top cell by instances: nand2_1
Core Rows: 45
Die Width: 128 um
Post-synth EDFFs: 0
I/O pin total: 31
Post-DP Area: 8390 sq um
Max-slew violation count: 0
Clk buf depth: 2
Die footprint: 16400 sq um
RSZ-0062 raised after global routing: no
Tool warnings: 31
Crit-path slowest cell: a21oi_1
MUX area fraction: 0.0393
Initial antenna violation count: 0
Top FF cell, synth: dfxtp_1
Min-Delay Path Class: flip-flop to flip-flop
PortBufs: 30
Pwr Density: 109 nW/um^2
Number of synthesis warnings: 1
Syn Inst Count: 973
Post-Synth AOI/OAI Area: 0.158
Synthesized chip area reported by yosys: 7930 sq um
Area share, top type: 0.240
TNS Setup: 0 ns
Initial DRT Pass Iterations: 5
Post-route minimum period: 7.15 ns
Setup Skew: 0.00717 ns
Core Util at FP: 0.518
Post-synth seq share: 0.240
Root buffer cell: clkbuf_16
Final Hold Fails: 0
Number of gates resized after CTS: 0
Setup CP Type: flip-flop to flip-flop
Dpl hpwl: 15000 um
H-tree depth: 3
TritonCTS clock tree: yes
Hold Path Origin: F[16]
Reg2reg start: cnt[1]
Leakage Power: 3.65 nW
Cell area after synthesis: 7930 sq um
Fraction of layout cells with a size suffix above 1: 0.0504
Clock-pin slew on the worst setup and hold paths: 0.07 ns
Syn_area_per_cell: 8.15 sq um
Postcts setup bufs: 0
Final setup violation count: 0
Fmax achieved: 140 MHz
-- stage by stage --
| stage | util | hold WS [ns] | setup slack [ns] | cells | power (W) |
|---|---|---|---|---|---|
| 2_1_floorplan | - | 0.429 | 2.55 | 973 | 0.000520 |
| 3_3_place_gp | 0.548 | 0.458 | 1.82 | 1188 | 0.000551 |
| 3_5_place_dp | 0.548 | 0.463 | 1.77 | 1188 | 0.000550 |
| 4_1_cts | 0.568 | 0.474 | 1.72 | 1204 | 0.000959 |
| 5_1_grt | 0.568 | 0.501 | 1.09 | 1204 | 0.000986 |
| 6_report | 0.568 | 0.463 | 1.65 | 1204 | 0.000949 |
-- worst max path at each step --
stage / slack [ns] / cells past startpoint / endpoint
after global routing: 1.09 / 25 / F[15]
final: 1.65 / 25 / E[16]
after CTS: 1.72 / 25 / E[16]
-- where the power goes --
group / total [W] / internal [W] / leakage (nW) / switching (W)
combinational: 0.0000969 / 0.0000340 / 2.73 / 0.0000629
sequential: 0.000444 / 0.000435 / 0.768 / 0.00000914
clock: 0.000408 / 0.000226 / 0.151 / 0.000182
total: 0.000949 / 0.000695 / 3.65 / 0.000254
-- worst min-delay path, delay by kind of cell, from the launching register on --
family | cells | cell delay (ns)
AND/OR/NAND/NOR | 1 | 0.05
AND-OR/OR-AND | 1 | 0.06
flip-flops | 1 | 0.31
-- cells in the final DEF, fill, tap and decap left out, types with 7 or more instances in the layout --
master and count:
nand2_1 171, inv_1 129, dfxtp_1 95, nor2_1 85, a21oi_1 85, fa_1 76, ha_1 55, o21ai_0 41
mux2i_1 30, clkdlybuf4s50_1 30, a22oi_1 20, xnor2_1 17, o22ai_1 16, buf_4 16, nand2b_1 15, nand3_1 12
clkbuf_16 9, o22a_1 7, and2_1 7
-- final cells by class --
class / instances / area (sq um)
clock buffer: 10 / 229
clock inverter: 6 / 78.8
fill: 1481 / 6620
inverter: 130 / 488
multi-input combinational: 706 / 5320
sequential: 95 / 1900
tap: 211 / 264
timing repair buffer: 46 / 420
-- cells by family after synthesis --
group / Yosys count
AND-OR/OR-AND: 206
multiplexers: 31
XOR/XNOR: 23
AND/OR/NAND/NOR: 315
buffers and inverters: 172
adder cells (fa/ha/maj): 131
flip-flops: 95
-- metal layers --
metal / share of wire / wire [um] / global-route usage / vias up
met4: 0.010 / 208 / 0.0242 / 0
li1: - / - / - / 3193
met5: 0 / 0 / 0 / -
met2: 0.42 / 8360 / 0.396 / 189
met3: 0.078 / 1570 / 0.0685 / 15
met1: 0.49 / 9890 / 0.468 / 3079
-- registers in the layout, indices dropped and copies added (netlist names) --
name and cells:
E 17, F 17, OUT 17, A 8, B 8, C 8
D 8, current_state 6, cnt 3, MODE_r 2, OUT_VALID 1
No activity file was given, so power comes from the tool's default toggle rates.
